$ cat design/flow/config.mk
export PLATFORM = sky130hd
export DESIGN_NAME = Multiplier_bam
export DESIGN_NICKNAME = Multiplier_bam
export VERILOG_FILES = /design/flow/design.v
export SDC_FILE = /design/flow/constraint.sdc
export NUM_CORES = 4
export LEC_CHECK = 1
export CORE_UTILIZATION = 50
$ cat design/flow/constraint.sdc
current_design Multiplier_bam

set clk_period 17.0
set clk_io_pct 0.2

create_clock -name clk0 -period $clk_period

set non_clock_inputs [all_inputs -no_clocks]
set_input_delay [expr $clk_period * $clk_io_pct] -clock clk0 $non_clock_inputs
set_output_delay [expr $clk_period * $clk_io_pct] -clock clk0 [all_outputs]
$ cat design/flow/design.v
module Bam_cell(
	input	wire	A,
	input	wire	B,
	input	wire	pre_OUT,
	input	wire	Carry,
	output	wire	Carry_out,
	output	wire	OUT
);
  	wire			and_ab;
	wire	[1:0]	result;
	assign	and_ab 		= A & B;
	assign	result		= and_ab + pre_OUT + Carry;	
	assign	Carry_out	= result[1];
	assign	OUT		= result[0];
endmodule
module Multiplier_bam #(
	parameter WIDTH_A 	= 16,
	parameter WIDTH_B 	= 16,
	parameter WIDTH_OUT	= WIDTH_A + WIDTH_B,
	parameter SIGNED 	= 0,
	parameter VBL		= 0,		 
	parameter HBL		= 0,		 
	parameter STAGE		= 0	  	
)(
	input	wire			clk,
	input	wire			rst_n,
	input	wire			pip_en,
	input	wire	[WIDTH_A-1:0]	A,
	input	wire	[WIDTH_B-1:0]	B,
	output	wire	[WIDTH_OUT-1:0]	OUT
);
	parameter	WIDTH = ((WIDTH_A) > (WIDTH_B) ? (WIDTH_A) : (WIDTH_B));
	wire	signed	[WIDTH:0]		a, b;
	wire	[WIDTH*2:0]				sum_arr[WIDTH:0];
	wire	[WIDTH*2:0]				carry_arr[WIDTH:0];
	wire							a_sign, b_sign, pro_sign;
	wire	[2*WIDTH-1:0]			product;
	wire 	[2*WIDTH-1:0] 			final_sum, final_carry;
	reg 	signed [WIDTH_OUT-1:0] 	pipe_reg [0:STAGE];
	integer 						p;
	wire 	signed [2*WIDTH-1:0] 	product_signed;
	assign product_signed 	= (SIGNED && pro_sign) ? -$signed(product) : product;
	assign	a_sign		= A[WIDTH_A-1];	 
	assign	b_sign		= B[WIDTH_B-1];	
	assign	pro_sign 	= a_sign ^ b_sign;
	assign a = (SIGNED && a_sign) ? (~{1'b0, A} + 1'b1) : {1'b0, A};
	assign b = (SIGNED && b_sign) ? (~{1'b0, B} + 1'b1) : {1'b0, B};
	genvar x, y;
	generate
		for(x = 0; x < WIDTH; x = x + 1) begin
			for(y = 0; y < WIDTH; y = y + 1) begin
				wire current_a = a[x];
				wire current_b = b[y];
				wire p_in_sum   = (x == 0) ? 1'b0 : sum_arr[x-1][y+1];
				wire p_in_carry = (x == 0) ? 1'b0 : carry_arr[x-1][y];
				if (y >= VBL && x >= HBL) begin
					Bam_cell BC (
						.A(current_a),
						.B(current_b),
						.pre_OUT(p_in_sum),
						.Carry(p_in_carry),
						.OUT(sum_arr[x][y]),
						.Carry_out(carry_arr[x][y])
					);
				end else begin
					assign sum_arr[x][y]   = p_in_sum; 
					assign carry_arr[x][y] = 1'b0;
				end
			end
			assign sum_arr[x][WIDTH] = carry_arr[x][WIDTH-1];
		end
	endgenerate
	genvar i;
	generate
		for(i = 0; i < WIDTH; i = i + 1) begin
			assign final_sum[i]   = sum_arr[i][0];
			assign final_carry[i] = 1'b0; 
			assign final_sum[i+WIDTH]   = sum_arr[WIDTH-1][i+1];
			assign final_carry[i+WIDTH] = carry_arr[WIDTH-1][i];
		end
	endgenerate
	assign product = final_sum + final_carry;
	assign OUT = product_signed;
endmodule
$ cat design/flow/run.sh
#!/bin/bash
# OpenROAD 26Q1-2900-gdf79404cd8, Yosys 0.63+post, stock flow scripts
make -C /OpenROAD-flow-scripts/flow DESIGN_CONFIG=/design/flow/config.mk WORK_HOME=/design/flow/orfs finish
==> reports/metrics.cfg <==
[detailed_routing]
first_iter_violations=98
wirelength_mm=11.11
drtPass1Iterations=4
drtAntennaViolNets=0
wire_per_inst_um=11.45
drcViolationCount=0
antenna-diode-count=0
viasPerCell=5.029
vias=4878

[synth]
synth_cells=757
ys_cells=757
syn_avg_cell_area_um2=9.651
postSynthSeqShare_pct=0
ys_chip_area_um2=7306
yosysWarnings=1
synth.distinct_cells=32
syn_area_um2=7306

[grt]
use_met1_pct=28.37
grt_max_degree=17
busiest_layer=met2
grt_pass1_wl_mm=22.11
grtUsageMet3_pct=2.419
grt_pass1_vias=5332
grt_remaining_overflow=0
grt_use_met2_pct=33.01
grt_usage_pct=18.75
antenna_found_initial=0

[cts]
cts_hold_buffers=0
post_cts_buffers=0

[finish]
clock_buffers=0
final_core_util_pct=57.82
stdcell_count=970
regArea_um2=0
drive_gt1_share_pct=4.430
synthToLayoutAreaGrowth_pct=11.13
nFillCells=1207
design.seq.count=0

[sta]
setup_tns_ns=0
drv_slew=0
max_clock_freq_ghz=0.06018
holdWs_ns=7.693
setup_violations=0
worst_pin_slew_ns=0.5794
period_used_pct=97.75
hold_violations=0
slew_headroom_pct=61.04
rsz0062_at_grt=no
min_period_ns=16.62

[placement]
io_buffers=64
dp.cells=970
gp_congestion=0.9485
dp_hpwl_mm=10.38

[setup_path]
crit_top_cell=fa_1
cp-end-kind=primary output
cp.arrival_ns=13.22
critPathMaxStageDelay_ns=0.53
cp-start-kind=input pin
cp_max_fo=16
worstSetupPathType=input pin to primary output
slowest_stage=fa_1
cp.required_ns=13.60

[floorplan]
core_um2=14040
pin_count=67
die_y_um=122.9
die_w_um=122.9
num_rows=43
fp_util_pct=52.03
chipArea_um2=15100

[run]
cap_violations=0
tool_warnings=35

[min_path]
worstHoldStart=A[0]
whs_path_depth=3
whs_endpoint=OUT[0]
hp-class=input pin to primary output

[run_status]
status=completed

[metal layers]
layer	wire (µm)	vias up
met3	474	0
met5	0	-
met4	0	0
met2	5759	102
li1	-	2262
met1	4876	2514
[cells in the mapped netlist (4+ instances only)]
library cell / instances / area (µm²)
and2_1: 192 / 1201
ha_1: 30 / 375.4
nor3_1: 4 / 20.02
a21o_1: 5 / 37.54
inv_1: 136 / 510.5
nor2_1: 13 / 48.80
xnor2_1: 9 / 78.83
clkbuf_1: 32 / 120.1
nand2_1: 68 / 255.2
nor2b_1: 4 / 25.02
fa_1: 211 / 4224
a21oi_1: 8 / 40.04
buf_4: 16 / 120.1
[worst max-delay path, delay by kind of cell]
family	cells	cell delay (ns)
adder cells (fa/ha/maj)	17	7.37
buffers and inverters	8	1.42
AND-OR/OR-AND	3	0.63
AND/OR/NAND/NOR	3	0.40
[layout make-up]
class	count	area (µm²)	share of cell area (%)
timing repair buffer	81	785.8	9.678
multi-input combinational	573	6598	81.26
inverter	136	510.5	6.288
tap	180	225.2	2.774
[layout by cell type (no fill, tap or decap), types with 2 or more instances in the layout]
master / count
fa_1: 205
dlymetal6s2s_1: 7
nor2b_1: 3
a211oi_2: 2
or4_1: 3
nand4_1: 2
nor3_1: 4
buf_4: 17
and2_1: 192
nor2_1: 13
o211ai_1: 2
nand3_1: 3
ha_1: 30
a21o_1: 5
a21oi_2: 3
nand2_1: 68
o31ai_1: 2
inv_1: 136
a21oi_1: 7
fa_2: 6
xnor2_1: 9
clkdlybuf4s50_1: 57
[stage by stage]
stage / cell area (µm²) / setup WS (ns)
2_1_floorplan: 7306 / 1.675
3_3_place_gp: 8059 / 0.2194
3_5_place_dp: 8059 / 0.1581
4_1_cts: 8059 / 0.1232
5_1_grt: 8119 / 0.006075
6_report: 8119 / 0.3820
[kinds of logic after synthesis]
logic type      after synthesis  synth area share (%)
compound gates               32                 3.562
buf+inv                     184                 10.28
simple gates                291                 22.13
fa+ha+maj                   241                 62.96
xor+xnor                      9                 1.079
[how the worst max path moves through the flow]
stage,from,cells past startpoint,to
CTS,A[0],30,OUT[24]
global route,A[1],30,OUT[30]
finish,A[1],31,OUT[24]
[what timing repair did]
action	4_1_cts	5_1_grt
resized	0	18
endpoints found under the hold margin	0	0
setup endpoints to repair	0	10

`flow/design.v`:
```
module Multiplier_log #(
    parameter APPROX_TYPE = 0,				 
    parameter APPROX_W    = 16,
    parameter WIDTH_A     = 16,
    parameter WIDTH_B     = 16,
    parameter WIDTH_MUL   = 32,
    parameter SIGNED      = 0,
    parameter STAGE       = 0
)(
    input  wire                     clk,
    input  wire                     rst_n,
    input  wire                     pip_en,
    input  wire [WIDTH_A-1:0]       A,
    input  wire [WIDTH_B-1:0]       B,
    output wire [WIDTH_MUL-1:0]     OUT
);
    function automatic integer clog2;
        input integer value;
        integer i;
        begin
            clog2 = 0;
            for (i=value-1; i>0; i=i>>1)
                clog2 = clog2 + 1;
        end
    endfunction
    parameter WIDTH_LOGA = 	clog2(WIDTH_A+1);        
    parameter WIDTH_LOGB = 	clog2(WIDTH_B+1);        
    parameter WIDTH_F    = 	((WIDTH_A) > (WIDTH_B) ? (WIDTH_A) : (WIDTH_B));
    parameter LOG_W      = 	((WIDTH_A + WIDTH_LOGA + 1) > (WIDTH_B + WIDTH_LOGB + 1) ? (WIDTH_A + WIDTH_LOGA + 1) : (WIDTH_B + WIDTH_LOGB + 1));    
    parameter X_W        = 	WIDTH_F-1;               
	wire 			[WIDTH_B-2:0] 		xb;          
    wire 			[WIDTH_A-2:0] 		xa;          
	wire 	signed 	[WIDTH_A-1:0] 		A_s = A;
    wire 	signed 	[WIDTH_B-1:0] 		B_s = B;
    wire 			[WIDTH_A-1:0] 		abs_a;
    wire 			[WIDTH_B-1:0] 		abs_b;
    wire 								prod_sign;
	wire 			[WIDTH_LOGA-1:0] 	ka;
    wire 			[WIDTH_LOGB-1:0] 	kb;
	wire 			[WIDTH_LOGA-1:0] 	shift_posA;	
    wire 			[WIDTH_LOGB-1:0] 	shift_posB;
	wire 			[WIDTH_A-1:0] 		shifted_A;
    wire 			[WIDTH_B-1:0] 		shifted_B;
	wire 			[LOG_W-1:0] 		log_a;
	wire 			[LOG_W-1:0] 		log_b;
	wire 			[X_W-1:0] 			xprod;
	wire 			[LOG_W-X_W:0] 		kprod;
	reg  			[LOG_W:0] 			log_sum;
	reg 	signed 	[WIDTH_MUL-1:0] 	product;
    reg 			[X_W:0] 			mantissa;
	reg									carry_low;
    assign abs_a 		= 	(SIGNED && A_s < 0) ? -A_s : A_s;            
	assign abs_b 		=	(SIGNED && B_s < 0) ? -B_s : B_s;            
	assign prod_sign 	= 	SIGNED && (A[WIDTH_A-1] ^ B[WIDTH_B-1]);     
    lopd #(
        .WIDTH_I(WIDTH_A),
        .WIDTH_L(WIDTH_LOGA)
    ) la (
        .in(abs_a),
        .out(ka)
    );
    lopd #(
        .WIDTH_I(WIDTH_B),
        .WIDTH_L(WIDTH_LOGB)
    ) lb (
        .in(abs_b),
        .out(kb)
    );
	assign	shift_posA 	=	WIDTH_A - 1 - ka;
    assign	shift_posB 	=   WIDTH_B - 1 - kb;
    assign	shifted_A	=	abs_a << shift_posA;
    assign	shifted_B 	=   abs_b << shift_posB;
	assign 	xa 			= 	shifted_A[WIDTH_A-2:0];
	assign 	xb 			= 	shifted_B[WIDTH_B-2:0];
    assign 	log_a 		= 	{ka, xa};
    assign  log_b 		= 	{kb, xb};
    always @(*) begin
		log_sum = 0;
        if (APPROX_TYPE) begin
            carry_low					= log_a[APPROX_W] & log_b[APPROX_W];
			log_sum[LOG_W:APPROX_W]		= carry_low + log_a[LOG_W-1:APPROX_W] + log_b[LOG_W-1:APPROX_W];
            log_sum[APPROX_W-1:0] 		= {APPROX_W{1'b1}};
        end
        else begin
            log_sum = log_a + log_b;
        end
    end
	assign	xprod = log_sum[X_W-1:0];
	assign	kprod = log_sum[LOG_W:X_W];
    always @(*) begin
        if ((abs_a==0) || (abs_b==0)) begin
            product = {WIDTH_MUL{1'b0}};
        end
        else begin
            mantissa = {1'b1, xprod};
            if (kprod >= X_W)
                product = mantissa << (kprod - X_W);
            else
                product = mantissa >> (X_W - kprod);
        end
    end
    assign OUT = (prod_sign) ? -product : product;
endmodule
module lopd #(
    parameter WIDTH_I = 16,
    parameter WIDTH_L = clog2(WIDTH_I)
)(
    input  wire [WIDTH_I-1:0] in,
    output reg  [WIDTH_L-1:0] out
);
    function automatic integer clog2;
        input integer value;
        integer i;
        begin
            clog2 = 0;
            for (i = value - 1; i > 0; i = i >> 1)
                clog2 = clog2 + 1;
        end
    endfunction
    integer i;
    always @(*) begin
        out = {WIDTH_L{1'b0}};
        for (i = 0; i < WIDTH_I; i = i + 1) begin
            if (in[i])
                out = i;
        end
    end
endmodule
```
`flow/run.sh`:
```
#!/bin/bash
# OpenROAD 26Q1-2900-gdf79404cd8, Yosys 0.63+post, stock flow scripts
make -C /OpenROAD-flow-scripts/flow DESIGN_CONFIG=/design/flow/config.mk WORK_HOME=/design/flow/orfs finish
```
`flow/config.mk`:
```
export PLATFORM = sky130hd
export DESIGN_NAME = Multiplier_log
export DESIGN_NICKNAME = Multiplier_log
export VERILOG_FILES = /design/flow/design.v
export SDC_FILE = /design/flow/constraint.sdc
export NUM_CORES = 4
export LEC_CHECK = 1
export CORE_UTILIZATION = 30
```
`flow/constraint.sdc`:
```
current_design Multiplier_log

set clk_period 32.3
set clk_io_pct 0.2

create_clock -name clk0 -period $clk_period

set non_clock_inputs [all_inputs -no_clocks]
set_input_delay [expr $clk_period * $clk_io_pct] -clock clk0 $non_clock_inputs
set_output_delay [expr $clk_period * $clk_io_pct] -clock clk0 [all_outputs]
```
==> CHANGELOG.md <==
## Implementation

* Critical Path RT at 25.84 ns
* Die Size at 0.0161 mm2
* Largest area contributor in the netlist: mux2i_1
* Setup WS post-layout at 10.98 ns
* Buffers added on ports at 64
* Met2 WL at ~7100 um
* Flops at 0
* Worst Hold Class: in -> out
* Initial antenna violation count at 0
* Gpl congestion at 0.961
* Die y size at 127 um
* Share of layout cells above drive strength 1 at 0.0682
* Site row count at 45
* Post-place setup slack at 11.18 ns
* Fp util at 0.308
* Clkbuf count at 0
* # resized after CTS at 0
* DR top layer: met4
* Final Setup Violations at 0
* Tmin final at between 20 and 25 ns
* Worst Tran Pin Value at 0.729 ns
* CP Capture Type: output pin
* Hpwl dp at 12900 um
* Total track usage at 0.199
* Max FO, Critical Path at 30
* Post-synth seq share at 0
* DR WL/cell at 16.4 um
* Syn_area_per_cell at around 6.4 um2
* PwrDens at 62.5 mW/mm2
* Post-synthesis cell area at 0.00469 mm2
* Vias/cell at 5.78
* Setup Fix Bufs, Post-CTS at 0
* Antenna cells at 0
* Setup CP Type: in -> out
* WL final at around 16000 um
* Hold slack at around 15 ns
* Post-Route M1 WL at 7600 um
* Total grt overflow at 0
* Mapped Cells at between 700 and 800
* Io pins at 67
* Setup TNS at 0 ns
* Horiz. Die Dim at 127 um
* Top cells by area: mux2i_1 (13%), a21oi_1 (7.4%), nor2_1 (6.6%)
* 1st-iter DRT viols at 554
* Yosys warns at 2
* DR pass1 iterations at 5
* Met3 Routed Length at 945 um
* Max VDD drop at 0.0291 mV
* Global-route wire length before repair at 26100 um
* Stage-log warning count at 35
* Unrepaired setup endpoints after global routing: no
* Largest net degree at the start of global routing at 34
* Yosys stat cell total at 735
* Vias in the first global route at about 5100
* Core ar. at 0.0153 mm2
* Post-layout period usage at 0.660
* Synth cell types at around 80
* Final max-slew violation count at 0
* Area share, top type at 0.130
* Hold_buf cts at 0
* CP arrival at roughly 15 ns
* Fmax at between 40 and 50 MHz
* Max cap viols at 0
* Yosys chip area at 0.00469 mm2
* Slew headroom at 0.513
* Final ANT Viol Nets at 0
* CP Launch Type: primary input
* Final hold vios at 0
* Sequential cell area at 0 um2
* Via count at 5623
* Layout area overhead at 16.7%
* Residual DRC at 0
* Status: finished clean
* Leak at 0.00213 uW
metrics by stage:
step	instances	total power, uW	util	instance area, um2
2_1_floorplan	735	221	-	4690
3_3_place_gp	973	339	0.359	5480
3_5_place_dp	973	338	0.359	5480
4_1_cts	973	339	0.359	5480
5_1_grt	973	374	0.359	5480
6_report	973	342	0.359	5480
Yosys cell counts, types with 4 or more instances:
cell type,n
buf_2,12
o22ai_1,16
a2bb2oi_1,5
a22o_1,9
a221oi_1,8
ha_1,21
a21boi_0,5
and4_1,5
o21bai_1,5
or3_1,8
nor2_1,82
mux2i_1,61
nor3_1,14
inv_1,25
o21ai_0,36
a211oi_1,13
o21ai_1,7
a21oi_1,69
a21o_1,14
nand4_1,10
nor4_1,5
mux2_2,12
nand2_1,76
or2_2,4
clkbuf_1,27
a31oi_1,14
a211o_1,4
o31ai_1,10
and2_1,7
buf_4,4
a22oi_1,5
or4_1,8
nand3_1,26
nand2b_1,12
xnor2_1,9
o211ai_1,12
xor2_1,4
placed cells by master (no fill, tap or decap), types with 9 or more instances in the layout:
master | synthesis | final
a21o_1 | 14 | 14
a22o_1 | 9 | 9
mux2_2 | 12 | 12
nand3_1 | 26 | 26
buf_4 | 4 | 11
o21ai_0 | 36 | 36
o211ai_1 | 12 | 12
a31oi_1 | 14 | 14
a21oi_1 | 69 | 69
ha_1 | 21 | 21
nand4_1 | 10 | 10
mux2i_1 | 61 | 61
nand2_1 | 76 | 76
a211oi_1 | 13 | 13
inv_1 | 25 | 25
nor3_1 | 14 | 14
o22ai_1 | 16 | 16
clkdlybuf4s50_1 | 0 | 64
nand2b_1 | 12 | 12
o31ai_1 | 10 | 10
nor2_1 | 82 | 82
path summary, 6_finish.rpt:
path,startpoint,end,depth (start not counted)
max,B[2],OUT[1],28
min,A[3],OUT[5],6
routing by layer:
layer | up-vias | global-route usage
met5 | - | 0
met4 | 0 | 0.0399
met2 | 184 | 0.320
met3 | 22 | 0.0179
li1 | 2868 | -
met1 | 2549 | 0.289
logic make-up (layout without fill, tap and decap cells):
family | after synthesis | in the layout | synth area share
AND/OR/NAND/NOR | 277 | 277 | 0.286
AND-OR/OR-AND | 271 | 271 | 0.392
buffers and inverters | 77 | 104 | 0.0712
multiplexers | 73 | 73 | 0.159
adder cells (fa/ha/maj) | 22 | 22 | 0.0603
XOR/XNOR | 15 | 15 | 0.0312
worst max-delay path, cell delays in order:
cell and delay (ns):
clkdlybuf4s50_1 0.55, nor2_1 0.20, nor3_1 0.06, o31ai_1 0.25
a211oi_1 0.11, or2_2 0.31, nor2_1 0.50, inv_1 0.49
mux2i_1 0.31, mux2i_1 0.19, a221oi_1 0.33, nand2_1 0.11
ha_1 0.40, a211oi_2 0.39, o21ai_0 0.15, a211oi_1 0.34
nor3_4 0.07, buf_4 0.24, inv_2 0.49, ha_1 0.38
inv_1 0.09, nor3_1 0.48, a32o_1 0.55, inv_2 0.07
nor2_1 0.27, a31oi_1 0.15, a311oi_1 0.36, clkdlybuf4s50_1 0.53
cell type report:
| type | instances | area, um2 |
|---|---|---|
| fill | 1652 | 9780 |
| multi-input combinational | 658 | 4380 |
| timing repair buffer | 75 | 723 |
| tap | 211 | 264 |
| inverter | 29 | 109 |
where the power goes:
part,switching [uW],internal (uW),leakage [uW]
Clock,0,0,0
Sequential,0,0,0
Combinational,186,156,0.00213
Power and IR drop assume default switching activity.

**design/flow/config.mk**
```make
export PLATFORM = sky130hd
export DESIGN_NAME = Multiplier_wallace
export DESIGN_NICKNAME = Multiplier_wallace
export VERILOG_FILES = /design/flow/design.v
export SDC_FILE = /design/flow/constraint.sdc
export NUM_CORES = 4
export LEC_CHECK = 1
export CORE_UTILIZATION = 40
```
**design/flow/constraint.sdc**
```tcl
current_design Multiplier_wallace

set clk_period 1.0
set clk_io_pct 0.2

create_clock -name clk0 -period $clk_period [get_ports {clk}]

set non_clock_inputs [all_inputs -no_clocks]
set_input_delay [expr $clk_period * $clk_io_pct] -clock clk0 $non_clock_inputs
set_output_delay [expr $clk_period * $clk_io_pct] -clock clk0 [all_outputs]
```
**design/flow/design.v**
```verilog
module Multiplier_2x2 #(
	parameter	APPROX = 0
)(
	input	wire	[1:0]	A,
	input	wire	[1:0]	B,
	output	reg	[3:0]	OUT
);
	wire	AND_10, AND_01, AND_11, AND_10_01;
	assign	AND_10		= A[1] & B[0];	
	assign	AND_01		= A[0] & B[1];	
	assign	AND_11		= A[1] & B[1];
	assign	AND_10_01	= AND_10 & AND_01;	
	always @(*) begin
		if(APPROX) begin
			OUT[0]	= A[0] & B[0];
	 		OUT[1]	= AND_10 | AND_01;
	 		OUT[2]	= AND_11;
			OUT[3]	= 1'b0;
		end 
		else begin
			OUT[0]	= A[0] & B[0];
	 		OUT[1]	= AND_10 ^ AND_01;
	 		OUT[2]	= AND_10_01 ^ AND_11;
			OUT[3]	= AND_10_01 & AND_11;
		end
	end
endmodule
module Multiplier_wallace #(
    parameter APPROX_TYPE	= 0,
	parameter APPROX_W		= 16,
	parameter WIDTH_A 		= 16,
	parameter WIDTH_B 		= 16,
	parameter WIDTH_MUL 	= 32,
	parameter SIGNED		= 0, 
	parameter STAGE			= 0
)(
    input	wire 					clk,
	input	wire					rst_n,
	input	wire					pip_en,
	input	wire	[WIDTH_A-1:0]	A,
	input	wire	[WIDTH_B-1:0]	B,
	output	wire	[WIDTH_MUL-1:0]	OUT
);
	wire			[WIDTH_A-1:0]	a_abs;
	wire			[WIDTH_B-1:0]	b_abs;
	wire			[15:0]			a_wall;
	wire			[15:0]			b_wall;
	wire			[31:0]			product;
	reg				[WIDTH_MUL-1:0]	product_out;
	wire							a_sign, b_sign, pro_sign;
	reg 	signed 	[WIDTH_MUL-1:0] pipe_reg [0:STAGE];
	integer 						p;
	assign	a_sign		= A[WIDTH_A-1];		 
	assign	b_sign		= B[WIDTH_B-1];		 
	assign 	pro_sign	= a_sign ^ b_sign;
	assign 	a_abs	= 	(!SIGNED) 	? 	A :			 
						(a_sign)	? 	(0-A) :		 
						A;
	assign 	b_abs	= 	(!SIGNED) 	? 	B :			 
						(b_sign)	? 	(0-B) :		 
						B;
	assign	a_wall	=	{1'b0, a_abs[WIDTH_A-2:0]};	 
	assign	b_wall	=	{1'b0, b_abs[WIDTH_B-2:0]};
	Wallace_16bit #(
		.APPROX(APPROX_TYPE)
	) w0 (
		.A(a_wall),
		.B(b_wall),
		.OUT(product)
	);
	always @(posedge clk or negedge rst_n) begin
		if(!rst_n) begin
			product_out	<= {WIDTH_MUL{1'b0}};	
		end
		else begin
			if(SIGNED && pro_sign)
				product_out	<= ~product + 1;	 
			else
				product_out	<= product;
		end
	end
	assign OUT = product_out;
endmodule
module Wallace_16bit #(
    parameter   APPROX = 0
)(
    input   wire    [15:0]   A,
    input   wire    [15:0]   B,
    output  wire    [31:0]   OUT         
);
    wire    [7:0]    A1, A2, B1, B2;
    wire    [15:0]   A1_B1, A1_B2, A2_B1, A2_B2;
    wire    [15:0]   partial_1, partial_2, partial_3;
    assign  A1 = A[7:0];
    assign  A2 = A[15:8];
    assign  B1 = B[7:0];
    assign  B2 = B[15:8];
    Wallace_8bit #(
        .APPROX(APPROX)
    ) m0 (
        .A(A1),
        .B(B1),
        .OUT(A1_B1)          
    );
    Wallace_8bit #(
        .APPROX(APPROX)
    ) m1 (
        .A(A1),
        .B(B2),
        .OUT(A1_B2)
    );
    Wallace_8bit #(
        .APPROX(APPROX)
    ) m2 (
        .A(A2),
        .B(B1),
        .OUT(A2_B1)
    );
    Wallace_8bit #(
        .APPROX(APPROX)
    ) m3 (
        .A(A2),
        .B(B2),
        .OUT(A2_B2)
    );
    assign  partial_1 = A1_B1[15:8] + A2_B1[7:0] + A1_B2[7:0];
    assign  partial_2 = partial_1[15:8] + A2_B1[15:8] + A1_B2[15:8] + A2_B2[7:0];
    assign  partial_3 = A2_B2[15:8] + partial_2[15:8];
    assign OUT = {partial_3[7:0], partial_2[7:0], partial_1[7:0], A1_B1[7:0]};
endmodule
module Wallace_4bit #(
    parameter   APPROX = 0
)(
    input   wire    [3:0]   A,
    input   wire    [3:0]   B,
    output  wire    [7:0]   OUT
);
    wire    [1:0]   A1, A2, B1, B2;
    wire    [3:0]   A1_B1, A1_B2, A2_B1, A2_B2;
    wire    [3:0]   partial_1, partial_2, partial_3;
    assign  A1 = A[1:0];
    assign  A2 = A[3:2];
    assign  B1 = B[1:0];
    assign  B2 = B[3:2];
    Multiplier_2x2 #(
        .APPROX(APPROX)
    ) m0 (
        .A(A1),
        .B(B1),
        .OUT(A1_B1)          
    );
    Multiplier_2x2 #(
        .APPROX(APPROX)
    ) m1 (
        .A(A1),
        .B(B2),
        .OUT(A1_B2)
    );
    Multiplier_2x2 #(
        .APPROX(APPROX)
    ) m2 (
        .A(A2),
        .B(B1),
        .OUT(A2_B1)
    );
    Multiplier_2x2 #(
        .APPROX(APPROX)
    ) m3 (
        .A(A2),
        .B(B2),
        .OUT(A2_B2)
    );
    assign  partial_1 = A1_B1[3:2] + A2_B1[1:0] + A1_B2[1:0];
    assign  partial_2 = partial_1[3:2] + A2_B1[3:2] + A1_B2[3:2] + A2_B2[1:0];
    assign  partial_3 = A2_B2[3:2] + partial_2[3:2];
    assign OUT = {partial_3[1:0], partial_2[1:0], partial_1[1:0], A1_B1[1:0]};
endmodule
module Wallace_8bit #(
    parameter   APPROX = 0
)(
    input   wire    [7:0]   A,
    input   wire    [7:0]   B,
    output  wire    [15:0]   OUT
);
    wire    [3:0]   A1, A2, B1, B2;
    wire    [7:0]   A1_B1, A1_B2, A2_B1, A2_B2;
    wire    [7:0]   partial_1, partial_2, partial_3;
    assign  A1 = A[3:0];
    assign  A2 = A[7:4];
    assign  B1 = B[3:0];
    assign  B2 = B[7:4];
    Wallace_4bit #(
        .APPROX(APPROX)
    ) m0 (
        .A(A1),
        .B(B1),
        .OUT(A1_B1)          
    );
    Wallace_4bit #(
        .APPROX(APPROX)
    ) m1 (
        .A(A1),
        .B(B2),
        .OUT(A1_B2)
    );
    Wallace_4bit #(
        .APPROX(APPROX)
    ) m2 (
        .A(A2),
        .B(B1),
        .OUT(A2_B1)
    );
    Wallace_4bit #(
        .APPROX(APPROX)
    ) m3 (
        .A(A2),
        .B(B2),
        .OUT(A2_B2)
    );
    assign  partial_1   = A1_B1[7:4] + A2_B1[3:0] + A1_B2[3:0];
    assign  partial_2   = partial_1[7:4] + A2_B1[7:4] + A1_B2[7:4] + A2_B2[4:0];
    assign  partial_3   = A2_B2[7:4] + partial_2[7:4];
    assign  OUT         = {partial_3[3:0], partial_2[3:0], partial_1[3:0], A1_B1[3:0]};
endmodule
```
**design/flow/run.sh**
```bash
#!/bin/bash
# OpenROAD 26Q1-2900-gdf79404cd8, Yosys 0.63+post, stock flow scripts
make -C /OpenROAD-flow-scripts/flow DESIGN_CONFIG=/design/flow/config.mk WORK_HOME=/design/flow/orfs finish
```
==> reports/qor.yml <==
postRouteAntennaNets: 0
chipArea_um2: 28900
avgSynthCellArea_um2: 9.34
startpoint_type: "input pin"
simple_gate_share_pct: 16.0
adder_share_pct: 55.7
mux_share_pct: 0
fillerInstances: 2514
numSynthFlops: 32
areaGrowthSynthToFinish_pct: 26.1
min_period_ns: 12.66
period_used_pct: 1270
yosys-stat-cells: 1209
cp_num_buf_inv: 11
top_area_cell: "ha_1"
top_area_share_pct: 30.7
ys_sh_aoi_pct: 5.14
grt_max_degree: 24
slew_viol_final: 0
ys_top_cells_by_count: "ha_1 (277), inv_1 (225), and2_1 (202)"
die_w_um: 170
holdCritPathClass: "input pin to register"
largest_reg_flops: 32
path_delay_family: "adder cells"
ys_area_um2: 11300
critical_path.endpoint_type: "register"
fp_util_pct: 40.7
antenna_found_initial: 1
grt.total_usage_pct: 19.4
max-clock-path-buffers: 2
io_pins: 67
numClockSinks: 32
synth_xor_xnor_area_share_pct: 7.58
crit_top_cell: "ha_4"
place_area_um2: 13700
syn-cell-area_um2: 11300
cts_buffers: 5
worstPathMaxFanout: 4
cap_violations: 0
hold_viol_final: 0
path_class: "input pin to register"
vias: 8227
top_register: "product_out"
failed_checks: "setup timing"
critical_path_required_ns: 1.19
relSlewSlack_pct: 70.8
dpl.hpwl_um: 20600
edf_count: 0
top_logic_kind: "adder cells"
first_pass_iters: 4
place_congestion: 0.843
die_h_um: 170
drt_iter0_markers: 190
h-tree-depth: 2
top_cell: "ha_1"
rsz0062_at_grt: "yes"
flop_cell: "dfrtp_1"
arrival_ns: 12.85
post_drt_wl_per_cell_um: 13.4
max_freq_mhz: 79.0
design_area_um2: 14200
setup_viol: 31
layout_setup_ws_ns: -11.66
fp-row-count: 61
drcViolationCount: 0
port_buffers: 63
slowest_stage: "fa_1"
status: "complete, but fails checks"
routed_via_density: 4.58
synthArstFlopShare_pct: 100
area_leaders: "ha_1 (31%), fa_1 (25%), and2_1 (11%)"
final_layout_size_suffix_gt1_share_pct: 23.0
grt_pass1_vias: 8830
ys_seq_share_pct: 7.09
tool_warnings: 31
critPathMaxStageDelay_ns: 0.54
top_regs: "product_out x32"
yosys_warnings: 2
finish.utilization_pct: 51.3
ys_types: 40
wl_um: 24100
core_um2: 27800
clockRootBuffer: "clkbuf_16"
tightest_slew_ns: 0.427
cts_tree: "yes"
clk_pin_slew_worst_paths_ns: 0.05
synthCells: 1209
grt_pass1_wl_um: 42500
grt.overflow.total: 0
## metal layers
metal	vias up	global-route usage [%]	part of all wire (%)
met5	-	0	0
met4	0	1.65	1.2
met3	19	3.88	5.1
met2	100	31.5	45
met1	3896	28.5	48
li1	4212	-	-
## worst min-delay path: cells and delay by family
family / cells / cell delay [ns]
AND/OR/NAND/NOR: 1 / 0.14
adder cells (fa/ha/maj): 1 / 0.13
buffers and inverters: 1 / 0.07
## cells in the final DEF (no fill, tap or decap), drive strengths merged, types with 7 or more instances in the layout
cell type	synthesis	final
xnor2	61	61
or2	8	8
nor2b	13	13
ha	277	277
nand3	12	12
a21oi	44	44
inv	225	225
nor2	27	27
a21o	25	25
clkbuf	30	7
buf	0	201
dfrtp	32	32
and2	202	202
xor2	35	35
fa	141	141
clkdlybuf4s50	0	23
nand2	38	38
## logic make-up after synthesis
kind of cell	after synthesis
simple gates	317
fa+ha+maj	418
xor+xnor	96
buf+inv	255
flops	32
compound gates	91
## what timing repair did
item / CTS / global route
pin swaps: 45 / 19
hold buffers: 2 / 0
gates resized: 172 / 21
buffers inserted: 10 / 1
endpoints found under the setup margin: 63 / 31
hold endpoints to repair: 9 / 0
## stage by stage
stage | hold WS [ns] | instances | setup WS, ns | TNS [ns]
after CTS | 0.285 | 1793 | -11.77 | -247.64
after global routing | 0.287 | 1794 | -12.26 | -256.58
final | 0.289 | 1795 | -11.66 | -244.55
after floorplan | -0.0956 | 1209 | -11.77 | -247.33
after global placement | 0.0773 | 1773 | -12.53 | -271.46
after detailed placement | 0.0827 | 1773 | -12.58 | -271.76
## layout make-up
| class | instances | area (um2) | area share (%) |
|---|---|---|---|
| Tap cell | 378 | 473 | 3.32 |
| Clock buffer | 7 | 153 | 1.07 |
| Timing Repair Buffer | 229 | 1800 | 12.6 |
| Sequential cell | 32 | 801 | 5.62 |
| Antenna cell | 1 | 2.50 | 0.0176 |
| Multi-Input combinational cell | 922 | 10100 | 71.2 |
| Clock inverter | 1 | 30.0 | 0.211 |
| Inverter | 225 | 845 | 5.93 |
## final timing paths
kind | from | end | cells past startpoint
max in group asynchronous | rst_n | product_out[6] | 2
min in group asynchronous | rst_n | product_out[5] | 2
max | A[1] | product_out[31] | 63
min | A[0] | product_out[1] | 3
